<file path="flow/run.sh">
#!/bin/bash
# OpenROAD 26Q1-2900-gdf79404cd8, Yosys 0.63+post, stock flow scripts
make -C /OpenROAD-flow-scripts/flow DESIGN_CONFIG=/design/flow/config.mk WORK_HOME=/design/flow/orfs finish
</file>
<file path="flow/design.v">
module clk_dll(rst, clk, out_clk);
input clk, rst;
output reg out_clk;
reg[24:0] cnt_clk;
always@(posedge clk or negedge rst)
begin
	if(!rst)
	begin
		out_clk <= 0;
		cnt_clk <= 0;
	end
	else
	begin
		cnt_clk <= cnt_clk+1;
		if(cnt_clk == 24999999)
			cnt_clk <= 0;
		else if(cnt_clk == 0)
        		out_clk <= !out_clk;
	end
end
endmodule
module clock(rst, clk, h10, h1, m10, m1, s10, s1);
input rst, clk;
output[6:0] h10, h1, m10, m1, s10, s1;
wire[3:0] digit0, digit1, digit2, digit3, digit4, digit5;
wire o_clk, clk1, clk2, clk3, clk4;
clk_dll u0(rst, clk, o_clk);
cnt10 u1(rst, o_clk, clk1, digit0);
cnt6 u2(rst, clk1, clk2, digit1);
cnt10 u3(rst, clk2, clk3, digit2);
cnt6 u4(rst, clk3, clk4, digit3);
counter u5(rst, clk4, digit5, digit4);
seg7 u6(digit0, s1);
seg7 u7(digit1, s10);
seg7 u8(digit2, m1);
seg7 u9(digit3, m10);
seg7 u10(digit4, h1);
seg7 u11(digit5, h10);
endmodule
module cnt10(rst, in_clk, out_clk, q);
input in_clk, rst;
output reg out_clk;
output reg[3:0] q;
reg[3:0] temp, temp2;
always@(posedge in_clk or negedge rst)
begin
	if(!rst)
	begin
		temp <= 0;
		q <= 0;    
	end    
	else
	begin 
		if(temp == 9)
			temp <= 0;
		else
			temp <= temp + 1;
		q <= temp;
	end 
end
always@(posedge in_clk or negedge rst)
begin
	if(!rst)
	begin
		temp2 <= 0;
		out_clk <= 0;    
	end    
	else
	begin
		temp2 <= temp2 + 1;
		if(temp2 == 4)
			temp2 <= 0;
		else if(temp2 == 0)
			out_clk <= ~out_clk;
	end 
end
endmodule 
module cnt6(rst, in_clk, out_clk, q);
input in_clk, rst;
output reg out_clk;
output reg[3:0] q;
reg[3:0] temp, temp2;
always@(posedge in_clk or negedge rst)
begin
	if(!rst)
	begin
		temp <= 0;
		q <= 0;    
	end    
	else
	begin 
		if(temp == 5)
			temp <= 0;
		else
			temp <= temp + 1;
		q <= temp;
	end 
end
always@(posedge in_clk or negedge rst)
begin
	if(!rst)
	begin
		temp2 <= 0;
		out_clk <= 0;    
	end    
	else
	begin
		temp2 <= temp2 + 1;
		if(temp2 == 2)
			temp2 <= 0;
		else if(temp2 == 0)
			out_clk <= ~out_clk;
	end 
end
endmodule 
module counter(rst, in_clk, q1, q2);
input in_clk, rst;
output reg[3:0] q1, q2;
reg[4:0] temp;
always@(posedge in_clk or negedge rst)
begin
	if(!rst)
	begin
		temp <= 0;
		q1 <= 0;
		q2 <= 0;
	end    
	else
	begin 
		if(temp == 23)
			temp <= 0;
		else
			temp <= temp + 1;
		q1 <= temp / 10;
		q2 <= temp % 10;
	end 
end
endmodule 
module seg7(digit, seg);
input [3:0] digit;
output reg[6:0] seg;
always@(digit)
begin  
	case(digit)
	 4'b0000 : seg = 7'b1000000;
	 4'b0001 : seg = 7'b1111001;
	 4'b0010 : seg = 7'b0100100;
	 4'b0011 : seg = 7'b0110000;
	 4'b0100 : seg = 7'b0011001;
	 4'b0101 : seg = 7'b0010010;
	 4'b0110 : seg = 7'b0000010;
	 4'b0111 : seg = 7'b1111000;
	 4'b1000 : seg = 7'b0000000;
	 4'b1001 : seg = 7'b0010000;
	endcase
end
endmodule
</file>
<file path="flow/constraint.sdc">
current_design clock

set clk_period 3.6
set clk_io_pct 0.2

create_clock -name clk0 -period $clk_period [get_ports {clk}]

set non_clock_inputs [all_inputs -no_clocks]
set_input_delay [expr $clk_period * $clk_io_pct] -clock clk0 $non_clock_inputs
set_output_delay [expr $clk_period * $clk_io_pct] -clock clk0 [all_outputs]
</file>
<file path="flow/config.mk">
export PLATFORM = sky130hd
export DESIGN_NAME = clock
export DESIGN_NICKNAME = clock
export VERILOG_FILES = /design/flow/design.v
export SDC_FILE = /design/flow/constraint.sdc
export NUM_CORES = 4
export LEC_CHECK = 1
export CORE_UTILIZATION = 40
</file>
==> flow_metrics.py <==
# Auto-generated metrics
metrics = {
    "outcome": {
        "status": "finished clean",
    },
    "setup_path": {
        "cp.buffers_inverters": 1,
        "cp.required_ns": 3.75,
        "path_delay_family": "simple AND/OR/NAND/NOR gates",
        "worst_path_max_delay_cell": "or4_4",
        "path_depth": 6,
        "endpoint": "u0.cnt_clk[5]$_DFF_PN0_",
        "crit_type": "reg2reg",
        "worstPathCellList": "or4_4, nor2_4, nand2_2, nor4_4, buf_4, nor2_1",
        "worstPathArrival_ns": 2.29,
        "crit_path_start_kind": "flip-flop",
        "crit_path_end_kind": "flip-flop",
        "reg2reg_slack_ns": 1.46,
        "startpoint": "u0.cnt_clk[7]$_DFF_PN0_",
        "r2r-end": "u0.cnt_clk[5]$_DFF_PN0_",
        "slowest_delay_ns": 0.55,
        "reg2regPathDepth": 6,
        "cp_max_fo": 7,
        "r2r_start": "u0.cnt_clk[7]$_DFF_PN0_",
    },
    "pwr": {
        "power.leakage_nw": 2.67,
        "vdd_drop_max_mv": 0.352,
        "powerDensity_mw_per_mm2": 110,
        "power_mw": 0.635,
    },
    "route": {
        "first_iter_violations": 226,
        "antenna_cells": 0,
        "ant_nets": 0,
        "vias_per_cell": 4.65,
        "routedWlPerCell_um": 10.2,
        "drc": 0,
        "wirelength_um": 7100,
        "vias": 3242,
        "dr.pass1.iters": 4,
    },
    "logic_synthesis": {
        "yosysWarnings": 5,
        "yosysCellCount": 503,
        "syn_area_mm2": 0.00510,
        "ys_area_mm2": 0.00510,
        "synth_cells": 503,
        "edf_count": 0,
        "async_reset_ff_share_pct": 69.0,
        "numSynthFlops": 129,
        "synth_cell_types": 49,
        "flop_cell": "dfrtp_1",
        "syn_avg_cell_area_um2": 10.1,
    },
    "finish": {
        "ff_latch_area_mm2": 0.00283,
        "area.growth.synth_to_final_pct": 12.6,
        "final_area_mm2": 0.00575,
        "drive_above_1_share_pct": 5.86,
        "fillers": 1121,
        "combGateArea_mm2": 0.00203,
    },
    "timing": {
        "fin_crit_ns": 2.14,
        "max_freq_ghz": 0.467,
        "worst_pin_slew_ns": 0.714,
        "untimed_endpoints": 144,
        "max_slew_margin_pct": 52.4,
        "final-hold-violation-count": 0,
        "setup_viol": 0,
        "finalSetupTns_ns": 0,
        "rsz0062_at_grt": "false",
        "skew_ns": 0.00305,
        "report.final.slew_viol_count": 0,
        "holdWs_ns": 0.378,
        "unclocked_pins": 103,
        "fin_crit_sh_pct": 59.5,
    },
    "run": {
        "maxCapViolCount": 0,
        "log.warning_count": 32,
    },
    "floorplanning": {
        "die_x_um": 115,
        "rows": 40,
        "dieArea_mm2": 0.0132,
        "core_region_area_mm2": 0.0122,
        "die_y_um": 115,
        "fp_util_pct": 41.8,
        "ioPinCount": 44,
    },
    "clock_network": {
        "path_clk_slew_ns": 0.07,
        "cts_resized": 0,
        "cts_tree": "yes",
        "cts.hold.buffers_added": 0,
        "h-tree-depth": 1,
        "clock_path_buffers": 2,
        "root_buffer": "clkbuf_16",
        "worstSkewPairLatency_ns": 0.26,
        "cts_buffers": 3,
        "post_cts_buffers": 0,
    },
    "grt": {
        "grt_use_total_pct": 11.7,
        "grt_max_degree": 61,
        "grt_overflow_total": 0,
        "antenna_found_initial": 0,
        "grt_pass1_wl_um": 12600,
        "grt_pass1_vias": 2841,
    },
    "placement": {
        "io_buffers": 42,
        "dpl_cell_area_mm2": 0.00564,
        "place.gp.congestion": 0.860,
        "place_hpwl_um": 5230,
    },
    "hold_path": {
        "holdCritPathClass": "in2async",
    },
}
## per-stage QoR
step / std cells / setup WS (ns) / util [%]
finish: 697 / 1.46 / 47.0
global route: 697 / 1.36 / 47.0
CTS: 697 / 1.46 / 47.0
detailed placement: 693 / 1.47 / 46.2
global placement: 693 / 1.48 / 46.2
floorplan: 508 / 1.83 / -
## worst reg2reg max path, stage by stage (launching register included)
cell	delay, ns
dfrtp_1	0.41
or4_4	0.55
nor2_4	0.14
nand2_2	0.07
nor4_4	0.52
buf_4	0.28
nor2_1	0.06
## area by class of cell
type	instances	area share (%)
clock buffers	3	1.31
clock inverters	1	0.523
inverters	38	2.48
multi-input cells	314	35.3
flip-flops and latches	129	49.2
well taps	168	3.66
repair buffers	44	7.53
## power breakdown
group | internal [mW] | leakage (nW) | switching [mW]
registers | 0.293 | 1.46 | 0
logic | 0.00140 | 1.16 | 0.0186
clock network | 0.221 | 0.0511 | 0.100
total | 0.516 | 2.67 | 0.119
## worst min-delay path by stage
stage	start	to	slack (ns)
after global routing	rst	u0.cnt_clk[8]$_DFF_PN0_	0.41
final	rst	u0.cnt_clk[1]$_DFF_PN0_	0.38
after CTS	rst	u0.cnt_clk[1]$_DFF_PN0_	0.39
## cell families (layout without fill, tap and decap cells)
group                    count (synthesis)  count (layout)  share of synthesized area (%)
AND/OR/NAND/NOR                        163             163                           17.9
XOR/XNOR                                43              43                           7.38
multiplexers                             7               7                           1.42
AND-OR/OR-AND                           82              82                           9.44
other                                    1               6                         0.0735
flip-flops                              89              89                           43.6
latches                                 40              40                           11.8
adder cells (fa/ha/maj)                 13              13                           3.19
buffers and inverters                   65              86                           5.22
## registers in the layout, indices dropped and copies added, names as in the netlist, 5 cells and up
name and cells:
u0.cnt_clk 25, u8.seg 7, u6.seg 7, u10.seg 7
u9.seg 7, u7.seg 7, u11.seg 5, u5.temp 5
## Yosys cell counts (2+ instances only)
cell type / instances / share of area (%)
xor2_1: 18 / 3.1
and4_1: 2 / 0.34
mux2_2: 2 / 0.44
nor3_1: 17 / 1.7
buf_4: 2 / 0.29
buf_6: 2 / 0.44
nor4_1: 7 / 0.86
clkbuf_1: 23 / 1.7
and3_2: 2 / 0.29
nor4_4: 3 / 1.3
a21oi_1: 24 / 2.4
a22o_1: 2 / 0.34
nand3_1: 26 / 2.6
mux2i_1: 5 / 0.98
nand2b_1: 5 / 0.61
o21ai_0: 30 / 2.9
a211oi_1: 2 / 0.29
or4_4: 2 / 0.44
o31ai_1: 3 / 0.44
nor2_2: 10 / 1.2
dlxtn_1: 40 / 12
nor2_1: 22 / 1.6
nor3b_1: 3 / 0.44
inv_1: 38 / 2.8
nand4_1: 7 / 0.86
a21o_1: 5 / 0.74
and3_1: 6 / 0.74
o21a_1: 3 / 0.44
nand2_1: 37 / 2.7
a31oi_1: 6 / 0.74
nor2b_1: 7 / 0.86
dfrtp_1: 89 / 44
xnor2_1: 25 / 4.3
ha_1: 13 / 3.2
## placed cells by master (no fill, tap or decap), drive strengths merged, types with 2 or more instances in the layout
cell type,instances
conb,6
nor4,10
nand2,38
a211oi,2
clkdlybuf4s50,41
nand4,8
inv,38
nand2b,5
nor2,33
clkbuf,3
a21o,5
and3,8
dfrtp,89
nand3,26
buf,3
or4,3
mux2i,5
o21a,3
xor2,18
ha,13
a22o,2
a21oi,24
nor3,17
nor2b,7
nor3b,3
mux2,2
o31ai,3
and4,2
dlxtn,40
xnor2,25
a31oi,6
o21ai,30
## routing by layer
| metal | share of wire (%) | GRT usage (%) | vias to the layer above |
|---|---|---|---|
| li1 | - | - | 1730 |
| met1 | 53 | 19.5 | 1463 |
| met2 | 44 | 18.4 | 45 |
| met3 | 2.2 | 0.965 | 4 |
| met4 | 0.59 | 0.693 | 0 |
| met5 | 0 | 0 | - |
Power figures rest on the tool's default switching activity, not on a simulated workload.
